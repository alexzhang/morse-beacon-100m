`/design/flow/design.v`:
```
`timescale 1ns / 1ps
module xorshift_32(
    input clk,
    input rst,
    output out
    );
    reg [31:0] xorshift_32_state;
    always @(posedge clk)
        if (rst)
            xorshift_32_state <= 32'b11111111111111111111010000010111;
        else
            xorshift_32_state <= {xorshift_32_state[30:0], xorshift_32_state[31]};
    assign out = xorshift_32_state[0];
endmodule
```
`/design/flow/run.sh`:
```
#!/bin/bash
# OpenROAD 26Q1-2900-gdf79404cd8, Yosys 0.63+post, stock flow scripts
make -C /OpenROAD-flow-scripts/flow DESIGN_CONFIG=/design/flow/config.mk WORK_HOME=/design/flow/orfs finish
```
`/design/flow/config.mk`:
```
export PLATFORM = sky130hd
export DESIGN_NAME = xorshift_32
export DESIGN_NICKNAME = xorshift_32
export VERILOG_FILES = /design/flow/design.v
export SDC_FILE = /design/flow/constraint.sdc
export NUM_CORES = 4
export LEC_CHECK = 1
export CORE_AREA = 10 10 90 90
export DIE_AREA = 0 0 100 100
```
`/design/flow/constraint.sdc`:
```
current_design xorshift_32

set clk_period 1.2
set clk_io_pct 0.2

create_clock -name clk0 -period $clk_period [get_ports {clk}]

set non_clock_inputs [all_inputs -no_clocks]
set_input_delay [expr $clk_period * $clk_io_pct] -clock clk0 $non_clock_inputs
set_output_delay [expr $clk_period * $clk_io_pct] -clock clk0 [all_outputs]
```
==> results.tsv <==
metric	value	unit
Final min period	1.05	ns
Fill cells	674	
WL/cell	6.43	microns
number of standard cells reported by yosys	67	
syn avg cell area	13.1	sq um
max reg flops	32	
Final Power	1.93	mW
Crit path largest cell delay	0.31	ns
top flop regs	xorshift_32_state (32)	
CTS tree	done	
Setup Fix Bufs, Post-CTS	0	
WS Path Type	reg -> out	
drt total wl	977	microns
core area	6280	sq um
global-route wire length before repair	1.58	mm
FMAX	951	MHz
drt drc	0	
largest net degree at the start of global routing	33	
I/O Pins	3	
GRT Util Overall	2.01	%
grt ovf	0	
worst hold slack	0.400	ns
slowest cell on the critical path	dfxtp_2	
buffers and inverters on the worst path	1	
IO buf count	2	
sequential fraction of the synthesis area	73.0	%
status	finished, final reports clean	
worst hold path class	reg -> reg	
CTS Buf Count	5	
H-Tree Level Count	2	
num rows	29	
relative slew slack	92.5	%
CP Data Required Time	0.96	ns
Slew @ Worst Pin	0.112	ns
average vias per placed instance	2.54	
PD cells	1800	nW/um^2
critical path arrival	0.81	ns
Area growth syn-to-layout	22.0	%
CTS Buffer Depth	2	
initial drt markers	10	
tool warning count	25	
clk slew on worst S/H paths	0.06	ns
fin util	17.0	%
Finished Cell Area	1070	sq um
delay-heaviest family, CP	flip-flops	
CP endpoint kind	output port	
fraction of final layout cells sized beyond drive strength 1	10.7	%
Max IR drop VDD	1.22	mV
Setup crit start kind	flip-flop	
max_cap viols	0	
cycle use final	87.7	%
DRT antenna net count	0	
Setup violations, final	0	
Max Slew Vio Count	0	
Sink Count	32	
antenna diode count	0	
later-pin clock latency in the skew report	0.27	ns
Cell Area, Placed	980	sq um
GPL Wtd Cong	0.678	
fp util	14.0	%
critical path cell sequence	dlygate4sd2_1	
crit path max fanout	2	
Gate Count Post-Synth	67	
RSZ-0062 raised after global routing	false	
mapped cell area	877	sq um
Unique cell types	5	
Initial DRT Pass Iterations	3	
Die Y	100	microns
root buf cell	clkbuf_8	
YS warnings	1	
Biggest register	xorshift_32_state	
via count	386	
ys flops	32	
Die Wd	100	microns
vias in the first global route	366	
Final Hold Viols	0	
P_leak	0.367	nW
initial antenna violation count	0	
yosys stat area	877	sq um
Die Area	10000	sq um
Worst Skew	0.00165	ns
-- where the power goes --
group          internal [mW]  total, mW  switching, mW
sequential              1.08       1.09        0.00420
combinational         0.0200     0.0363         0.0163
clock                  0.466      0.803          0.337
total                   1.57       1.93          0.358
-- metrics by stage --
step                cells  setup WS [ns]  TNS, ns
floorplan              67          0.528        0
global placement      144        -0.0251   -0.196
detailed placement    144        -0.0241   -0.144
CTS                   152          0.131        0
global route          152          0.113        0
finish                152          0.148        0
-- layout by cell type, fill, tap and decap left out, drive strengths merged --
cell type      instances
buf                    1
clkdlybuf4s50          1
and2b                  2
dlygate4sd2            1
dfxtp                 32
nor2b                  5
clkbuf                 8
or2                   25
-- cells by family (layout without fill, tap and decap cells) --
logic type	after synthesis	count (layout)	synth area share, %
buf+inv	3	11	3.85
simple gates	32	32	23.1
flops	32	32	73.0
-- cell type report --
class	instances	area, sq um	area share, %
sequential	32	642	60.0
clock buffer	8	90.1	8.42
multi-input combinational	32	203	18.9
timing repair buffer	3	38.8	3.63
tap	77	96.3	9.01
-- path summary, 6_finish.rpt --
kind / startpoint / end / slack [ns] / cells after the start
worst max-delay path: xorshift_32_state[0]$_SDFF_PP1_ / out / 0.15 / 1
worst min register to register: xorshift_32_state[3]$_SDFF_PP0_ / xorshift_32_state[4]$_SDFF_PP1_ / 0.40 / 1
worst max register to register: xorshift_32_state[0]$_SDFF_PP1_ / xorshift_32_state[1]$_SDFF_PP1_ / 0.58 / 1
worst min-delay path: xorshift_32_state[3]$_SDFF_PP0_ / xorshift_32_state[4]$_SDFF_PP1_ / 0.40 / 1
-- cell usage after synthesis, drive strengths merged --
cell / number / area [sq um]
and2b: 2 / 15.0
nor2b: 5 / 31.3
buf: 3 / 33.8
or2: 25 / 156
dfxtp: 32 / 641
-- metal layers --
layer | vias to the layer above | share of wire [%] | track usage (%)
li1 | 212 | - | -
met1 | 158 | 55 | 2.48
met3 | 8 | 12 | 1.94
met5 | - | 0 | 0
met2 | 8 | 26 | 2.14
met4 | 0 | 5.8 | 1.09
-- timing repair --
item                       4_1_cts  5_1_grt
hold buffers                     0        0
setup endpoints to repair        1        0
gates resized                    2        0
Power figures rest on the tool's default switching activity, not on a simulated workload.
