## design/flow/config.mk

```make
export PLATFORM = sky130hd
export DESIGN_NAME = beacon
export DESIGN_NICKNAME = beacon
export VERILOG_FILES = /design/flow/design.v
export SDC_FILE = /design/flow/constraint.sdc
export NUM_CORES = 4
export LEC_CHECK = 1
export CORE_AREA = 10 10 108 108
export DIE_AREA = 0 0 118 118
```

## design/flow/run.sh

```bash
#!/bin/bash
# OpenROAD 26Q1-2900-gdf79404cd8, Yosys 0.63+post, stock flow scripts
make -C /OpenROAD-flow-scripts/flow DESIGN_CONFIG=/design/flow/config.mk WORK_HOME=/design/flow/orfs finish
```

## design/flow/constraint.sdc

```tcl
current_design beacon

set clk_period 3.8
set clk_io_pct 0.2

create_clock -name clk0 -period $clk_period [get_ports {morse_clk}]

set non_clock_inputs [all_inputs -no_clocks]
set_input_delay [expr $clk_period * $clk_io_pct] -clock clk0 $non_clock_inputs
set_output_delay [expr $clk_period * $clk_io_pct] -clock clk0 [all_outputs]
```

## design/flow/design.v

```verilog
`timescale 1ns / 1ps
module morse_message_rom(
    input [5:0] a,
    output q
    );
    reg [7:0] data;
    assign q = data[a[2:0]];
    always @*
        case (a[5:3])
            3'b000: data = 8'b01110101;
            3'b001: data = 8'b01110001;
            3'b010: data = 8'b01110111;
            3'b011: data = 8'b01011100;
            3'b100: data = 8'b00011101;
            3'b101: data = 8'b01110101;
            3'b110: data = 8'b01110111;
            default: data = 8'b00000000;
        endcase
endmodule
module beacon(
    input sys_rst,
    input morse_clk,
    output data
    );
    reg [26:0] message_ctr;
    always @(posedge morse_clk)
        if (sys_rst) message_ctr <= 0;
        else message_ctr <= message_ctr + 1;
    morse_message_rom morse_message_rom_inst(.a(message_ctr[24:19]), .q(data));
endmodule
```

==> results.toml <==
# generated from flow reports
[logic_synthesis]
synth-async-reset-ratio_pct = 0
syn_inst = 140
fa_ha_area_share_pct = 1.03
edf_count = 0
ys_cells = 140
compound_area_share_pct = 11.0
ys_sh_simple_pct = 32.4
synth.distinct_cells = 33
synth.area.top_cells = "dfxtp_1 (41%), nor2_1 (6.8%), xnor2_1 (5.0%)"
yosysTopAreaCell = "dfxtp_1"
top_cell = "dfxtp_1"
synthXorXnorAreaFrac_pct = 8.62
synth_area_sq_um = 1220
yosys.area.top_type_share_pct = 41.0
logic_family = "simple AND/OR/NAND/NOR gates"
mux_share_pct = 3.69
netlist_top_cells_count = "dfxtp_1 (25), nor2_1 (22), a21oi_1 (10), nand2_1 (8), xnor2_1 (7)"
yosys_area_sq_um = 1220
synth.avg_cell_area_sq_um = 8.71
ys_seq_share_pct = 41.0
ys.flop_type = "dfxtp_1"
synth-warning-count = 2
ys_seq_elements = 25

[job]
warning_count = 25
drv_cap = 0

[route]
wl_mm = 2.10
routed.top_layer = "met4"
wl_met3_um = 136
ant_nets = 0
dr_wl_met2_um = 879
antenna_cells = 0
firstDrtPassIters = 4
drt_iter0_drc = 55
wl_per_cell_um = 7.71
drc_errors = 0
wl_met1_mm = 1.08
num_vias = 962
vias_per_cell = 3.54

[critical_path]
criticalPathCategory = "register to output port"
reg2reg_to = "message_ctr[18]"
slowest_delay_ns = 0.49
critPathTopFamily = "buffers and inverters"
r2r_cells = 5
reg2reg_from = "message_ctr[0]"
cp.required_ns = 3.04
crit_slowest_cell = "clkdlybuf4s50_1"
path_buffers = 1
crit_chain = "nor3b_1 > a21o_1 > a21oi_1 > o221ai_1 > clkdlybuf4s50_1"
startpoint_type = "register"
worstSetupEndpointType = "output port"
r2r_slack_ns = 1.78
critPathMaxFanout = 7
crit_arrival_ns = 1.76

[run_status]
outcome = "finished, final reports clean"

[timing]
worst_pin_slew_ns = 0.437
final_hold_viol_count = 0
skew_ns = 0.00982
timing.fmax_mhz = 397
finalSetupTns_ns = 0
setup_viol = 0
max_slew_margin_pct = 70.7
drv_slew = 0
finalClockPeriodUsage_pct = 66.3
final.min_clock_period_ns = 2.52
rsz0062_at_grt = "false"

[clocking]
cts.reportedPaths.clkPinSlew_ns = 0.09
cts-root-buf = "clkbuf_8"
cts_hold_buffers = 0
postCtsSetupRepairBufs = 0
clk_path_buf_depth = 2
cts_tree = "built"
cts_resized = 0
cts_buffers = 3
clock_latency_ns = 0.27
htree_levels = 1
cts.sinks = 25

[finish]
top_register = "message_ctr"
comb_area_sq_um = 692
largestRegisters = "message_ctr (25)"
stdcell_count = 272
final_area_sq_um = 1440
post-route-util_pct = 15.5
seq_area_sq_um = 500
drive_above_1_share_pct = 11.2
area_growth_pct = 17.9
nFillCells = 1049
largest_reg_flops = 25

[worst_hold_path]
hp-class = "register to register"
holdPathEnd = "message_ctr[0]"
min_path_cells = 1
hp-start = "message_ctr[0]"

[global_routing]
grt-ovfl-total = 0
antenna_found_initial = 0
grt_first_pass_wirelength_mm = 3.94
grt_max_degree = 20
grt_usage_pct = 3.20
first_global_vias = 860

[floorplan]
fp-utilization_pct = 13.1
rows = 35
coreArea_sq_um = 9280
die_w_um = 118
die_y_um = 118
ios = 3
die-area_sq_um = 13900

[placement]
post_dp_cell_area_sq_um = 1390
place_congestion = 0.839
dp_hpwl_mm = 1.46
portBuffers = 2
placedCellCount = 268

[power_and_ir_drop]
p_per_area_nw_per_um2 = 302
switching_share_pct = 21.1
clkPwrFrac_pct = 35.4
p_switching_uw = 91.5
total_power_uw = 435
pwr-share-comb_pct = 3.0
ir_drop_mv = 0.102
intPower_uw = 343
seqPwrFrac_pct = 61.6
p_leak_uw = 0.000462
## per-stage QoR
stage	worst slack (ns)	hold slack (ns)
after floorplan	1.99	0.441
after global placement	1.49	0.476
after detailed placement	1.48	0.478
after CTS	1.26	0.498
after global routing	1.17	0.553
final	1.28	0.502
## kinds of logic after synthesis
logic type,after synthesis
buffers and inverters,7
xor gates and xnor gates,12
muxes,4
DFF,25
AOI/OAI and AO/OA,21
adders and majority gates,1
and+or+nand+nor,70
## power groups by stage
stage	Combinational, uW	Sequential (uW)	Clock, uW
CTS	12.9	268	165
global route	14.8	269	178
finish	12.9	268	154
## layer usage
layer,up-vias,GRT usage [%]
met5,-,0
met4,0,0.232
met3,2,1.31
met2,23,4.97
met1,436,4.24
li1,501,-
## how the worst max path moves through the flow
stage           to  cells after the start             from  slack, ns
finish        data                      5  message_ctr[20]       1.28
CTS           data                      5  message_ctr[20]       1.26
global route  data                      5  message_ctr[21]       1.17
## worst register-to-register path, cell delays in order, from the launching register on
cell,delay [ns]
dfxtp_1,0.40
ha_1,0.25
nand4_1,0.29
nor4_4,0.53
nand4_1,0.16
mux2_2,0.28
## area by class of cell
type                            count  area share [%]
Multi-Input combinational cell    108            48.1
Sequential cell                    25            34.8
Tap cell                          129            11.2
Clock buffer                        3            2.87
Timing Repair Buffer                3            1.91
Inverter                            3           0.783
Clock inverter                      1           0.348
## placed cells by master, fill, tap and decap left out, types with 4 or more instances in the layout
master / instances
mux2_2: 4
nor4_1: 5
xnor2_1: 7
nor3_1: 4
a21oi_1: 10
nand3_1: 6
dfxtp_1: 25
nand2b_1: 4
nand4_1: 5
nand2_1: 8
nor2_1: 22
nor2b_1: 5
xor2_1: 5
Power figures rest on the tool's default switching activity, not on a simulated workload.
